### flow/config.mk
export PLATFORM = sky130hd
export DESIGN_NAME = regfile
export DESIGN_NICKNAME = regfile
export VERILOG_FILES = /design/flow/design.v
export SDC_FILE = /design/flow/constraint.sdc
export NUM_CORES = 4
export LEC_CHECK = 1
export CORE_UTILIZATION = 40
### flow/constraint.sdc
current_design regfile

set clk_period 26.2
set clk_io_pct 0.2

create_clock -name clk0 -period $clk_period [get_ports {clk}]

set non_clock_inputs [all_inputs -no_clocks]
set_input_delay [expr $clk_period * $clk_io_pct] -clock clk0 $non_clock_inputs
set_output_delay [expr $clk_period * $clk_io_pct] -clock clk0 [all_outputs]
### flow/design.v
package datamux;
typedef enum bit {
    mem_wdata256 = 1'b0,
    ca_rdata = 1'b1
} datamux_sel_t;
endpackage
package addrmux;
typedef enum bit {
    mem_addr = 1'b0,
    tag_addr = 1'b1
} addrmux_sel_t;
endpackage
package expcmux;
typedef enum bit [1:0] {
    none = 2'b00
    ,br = 2'b01
    ,alu_out  = 2'b10
    ,alu_mod2 = 2'b11
} expcmux_sel_t;
endpackage
package cmpmux;
typedef enum bit {
    rs2_out = 1'b0
    ,i_imm  = 1'b1
} cmpmux2_sel_t;
endpackage
package alumux;
typedef enum bit {
    rs1_out = 1'b0
    ,pc_out = 1'b1
} alumux1_sel_t;
typedef enum bit [2:0] {
    i_imm    = 3'b000
    ,u_imm   = 3'b001
    ,b_imm   = 3'b010
    ,s_imm   = 3'b011
    ,j_imm   = 3'b100
    ,rs2_out = 3'b101
} alumux2_sel_t;
endpackage
package wbdatamux;
typedef enum bit [3:0] {
    alu_out    = 4'b0000
    ,br_en     = 4'b0001
    ,u_imm     = 4'b0010
    ,pc_plus4  = 4'b0011
    ,lb        = 4'b1000
    ,lh        = 4'b1001
    ,lw        = 4'b1010
    ,lbu       = 4'b1100   
    ,lhu       = 4'b1101   
} wbdatamux_sel_t;
endpackage
package rsmux;
typedef enum bit [2:0] { 
    regfile_out    = 3'b100   
    ,alu_out       = 3'b000   
    ,cmp_out       = 3'b001   
    ,u_imm_ex      = 3'b010   
    ,pc_ex_plus4   = 3'b011   
    ,wbdatamux_out = 3'b101   
    ,wbdata_out    = 3'b110   
} rsmux_sel_t;
endpackage
interface rvfi_itf(input clk, input rst);
    logic halt;
    logic commit;
    logic [63:0] order;
    logic [31:0] inst;
    logic trap;
    logic [4:0] rs1_addr;
    logic [4:0] rs2_addr;
    logic [31:0] rs1_rdata;
    logic [31:0] rs2_rdata;
    logic load_regfile;
    logic [4:0] rd_addr;
    logic [31:0] rd_wdata;
    logic [31:0] pc_rdata;
    logic [31:0] pc_wdata;
    logic [31:0] mem_addr;
    logic [3:0] mem_rmask;
    logic [3:0] mem_wmask;
    logic [31:0] mem_rdata;
    logic [31:0] mem_wdata;
    logic [15:0] errcode;
endinterface
module regfile (
    input clk,
    input rst,
    input load,
    input [31:0] in,
    input [4:0] src_a, src_b, dest,
    output logic [31:0] reg_a, reg_b
);
logic [31:0] data [32];
always_ff @(posedge clk) begin
    if (rst) begin
        for (int i=0; i<32; i=i+1) begin
            data[i] <= '0;
        end
    end else if (load && dest) begin
        data[dest] <= in;
    end
end
always_comb begin
    reg_a = src_a ? data[src_a] : 0;
    reg_b = src_b ? data[src_b] : 0;
end
endmodule : regfile
### flow/run.sh
#!/bin/bash
# OpenROAD 26Q1-2900-gdf79404cd8, Yosys 0.63+post, stock flow scripts
make -C /OpenROAD-flow-scripts/flow DESIGN_CONFIG=/design/flow/config.mk WORK_HOME=/design/flow/orfs finish
==> impl_metrics.yaml <==
# flow metrics
worst_setup_path:
  crit_slowest_cell: "nor3_1"
  cp_num_buf_inv: 5
  crit_top_cell: "buf_4"
  required_ns: 20.96
  path_class: "in -> out"
  crit_family: "buffers and inverters"
  max_stage_delay_ns: 0.82
  endpoint_kind: "output pin"
  crit_arrival_ns: 9.46
  cp_max_fo: 29
  startpoint_type: "input pin"
  crit_path_cell_trace: "clkdlybuf4s50_1 > buf_4 > and2_4 > buf_4 > a22o_1 > a2111oi_1 > nor3_1 > buf_4 > clkdlybuf4s50_1"
final_timing:
  max_freq_ghz: 0.0680
  worst_slack_ns: 11.50
  finalCriticalPeriod_ns: 14.70
  fin_setup_tns_ns: 0
  maxSlewViolCount: 0
  period_used_pct: 56.1
  hold_viol_final: 0
  max_slew_margin_pct: 25.8
  setup_viol: 0
  rsz0062_at_grt: "false"
  holdWs_ns: 5.18
  tightest_slew_ns: 1.11
route:
  antenna_left: 0
  drt_wl_total_mm: 178
  route.detailed.drc: 0
  met2WireLength_mm: 80.0
  via_count: 32400
  wl_per_cell_um: 32.9
  drt_iter0_markers: 2051
  met3_wirelength_mm: 32.4
  wl_met1_mm: 58.5
  top_layer: "met5"
  first_pass_iters: 7
  vias_per_cell: 6.01
cts:
  cts.repair.resized: 0
  cts_htree_levels: 3
  post-cts-setup-buffers: 0
  cts-root-buf: "clkbuf_16"
  clockBufferDepth: 3
  numCtsBuffers: 109
  cts_tree: "built"
  clk_pin_slew_ns: 0.06
  clock-sinks: 1024
  ctsHoldBuffers: 0
global_routing:
  grt_pass1_vias: 35300
  grt_pass1_wl_mm: 254
  antenna_found_initial: 9
  grt_usage_pct: 28.6
  overflow: 0
  grt_max_degree: 87
cells_and_area:
  lay_top_count: "edfxtp_1"
  top_register: "data"
  drive_above_1_share_pct: 25.1
  fill_cells: 11300
  syn2layout_area_growth_pct: 12.3
  regArea_um2: 30700
  most-common-layout-cells: "1024 x edfxtp_1, 994 x and2_1, 472 x mux4_2"
  combGateArea_um2: 22000
  largest_reg_flops: 1024
  reg_top3: "data: 1024 flops"
synth:
  yosysSeqAreaShare_pct: 56.7
  avgSynthCellArea_um2: 15.5
  yosysWarnings: 1
  async_flop_share_pct: 0
  ys.flops: 1024
  syn_area_um2: 54200
  synth.distinct_cells: 42
  synthFlopType: "edfxtp_1"
  synthCells: 3502
  ys_area_um2: 54200
  edf_count: 1024
  ys_cells: 3502
placed_design:
  port_buffers: 113
  dp_slack_ns: 11.50
  hpwl_mm: 106
  place_congestion: 0.965
floorplanning:
  fp_util_pct: 40.5
  std_cell_rows: 134
  die_x_um: 370
  die-area_um2: 137000
  io_pins: 114
  die_y_um: 370
  core_um2: 134000
power_and_ir_drop:
  power_density_nw_per_um2: 65.4
  peakVddDrop_mv: 0.0557
  p_leak_uw: 0.0207
min_path:
  min_path_type: "in -> reg"
job:
  warnings: 26
  drv_cap: 0
run_status:
  run_status: "complete, no violations"
==> through the flow <==
| stage | util, % | total power [µW] | instances | cell area [µm²] |
|---|---|---|---|---|
| 2_1_floorplan | - | 2240 | 3533 | 54300 |
| 3_3_place_gp | 42.8 | 2440 | 5193 | 57400 |
| 3_5_place_dp | 42.8 | 2450 | 5193 | 57400 |
| 4_1_cts | 45.5 | 4000 | 5395 | 60900 |
| 5_1_grt | 45.5 | 4100 | 5396 | 60900 |
| 6_report | 45.5 | 3990 | 5397 | 60900 |
==> power breakdown <==
group | internal [µW] | switching [µW] | total, µW
logic | 213 | 267 | 480
registers | 1890 | 45.1 | 1940
clock network | 902 | 665 | 1570
total | 3010 | 977 | 3990
==> cell families (layout without fill, tap and decap cells) <==
family,Yosys count,in the layout,synth area share [%]
other,1,34,0.00691
and+or+nand+nor,1177,1177,13.3
AOI/OAI and AO/OA,259,259,3.65
buffers and inverters,389,483,3.32
DFF,1024,1024,56.7
muxes,652,652,23.0
==> cell type report <==
type | instances | share of cell area, %
Clock inverter | 72 | 1.18
Clock buffer | 130 | 4.68
Multi-Input combinational cell | 2120 | 36.1
Sequential cell | 1024 | 50.5
Antenna cell | 2 | 0.00821
Timing Repair Buffer | 279 | 3.92
Tap cell | 1768 | 3.63
Inverter | 2 | 0.0123
==> per-layer routing <==
metal | global-route usage (%) | up-vias
met5 | 1.22 | -
met4 | 8.38 | 16
met3 | 21.9 | 349
met2 | 40.5 | 2444
met1 | 34.8 | 16000
li1 | - | 13600
==> final timing paths <==
kind	startpoint	end	slack, ns	cells past startpoint
min	rst	data[0][8]$_SDFFCE_PN0P_	5.18	2
max	src_b[3]	reg_b[13]	11.50	9
==> Yosys cell counts (all sizes together), types with 2 or more instances <==
library cell | instances | area, µm²
nor2b | 14 | 87.6
a211oi | 7 | 52.6
inv | 2 | 7.51
nand3 | 5 | 25.0
buf | 115 | 769
nor4 | 6 | 37.5
nand4bb | 2 | 22.5
a22oi | 16 | 120
a32o | 4 | 40.0
a221o | 2 | 20.0
or3 | 2 | 12.5
nor3 | 54 | 270
nand2 | 7 | 26.3
and3 | 3 | 18.8
mux2i | 150 | 1500
o21ai | 4 | 20.0
a2111oi | 55 | 533
a221oi | 4 | 35.0
nand2b | 5 | 31.3
nor2 | 36 | 135
mux2 | 30 | 338
clkbuf | 272 | 1020
or2 | 33 | 206
and2 | 995 | 6220
nand3b | 5 | 37.5
mux4 | 472 | 10600
edfxtp | 1024 | 30700
nor4b | 3 | 32.5
o22ai | 103 | 644
a21oi | 12 | 60.1
or3b | 4 | 35.0
a22o | 51 | 447
Power and IR drop assume default switching activity.
