==> design/flow/design.v <==
package datamux;
typedef enum bit {
    mem_wdata256 = 1'b0,
    ca_rdata = 1'b1
} datamux_sel_t;
endpackage
package addrmux;
typedef enum bit {
    mem_addr = 1'b0,
    tag_addr = 1'b1
} addrmux_sel_t;
endpackage
package expcmux;
typedef enum bit [1:0] {
    none = 2'b00
    ,br = 2'b01
    ,alu_out  = 2'b10
    ,alu_mod2 = 2'b11
} expcmux_sel_t;
endpackage
package cmpmux;
typedef enum bit {
    rs2_out = 1'b0
    ,i_imm  = 1'b1
} cmpmux2_sel_t;
endpackage
package alumux;
typedef enum bit {
    rs1_out = 1'b0
    ,pc_out = 1'b1
} alumux1_sel_t;
typedef enum bit [2:0] {
    i_imm    = 3'b000
    ,u_imm   = 3'b001
    ,b_imm   = 3'b010
    ,s_imm   = 3'b011
    ,j_imm   = 3'b100
    ,rs2_out = 3'b101
} alumux2_sel_t;
endpackage
package wbdatamux;
typedef enum bit [3:0] {
    alu_out    = 4'b0000
    ,br_en     = 4'b0001
    ,u_imm     = 4'b0010
    ,pc_plus4  = 4'b0011
    ,lb        = 4'b1000
    ,lh        = 4'b1001
    ,lw        = 4'b1010
    ,lbu       = 4'b1100   
    ,lhu       = 4'b1101   
} wbdatamux_sel_t;
endpackage
package rsmux;
typedef enum bit [2:0] { 
    regfile_out    = 3'b100   
    ,alu_out       = 3'b000   
    ,cmp_out       = 3'b001   
    ,u_imm_ex      = 3'b010   
    ,pc_ex_plus4   = 3'b011   
    ,wbdatamux_out = 3'b101   
    ,wbdata_out    = 3'b110   
} rsmux_sel_t;
endpackage
interface rvfi_itf(input clk, input rst);
    logic halt;
    logic commit;
    logic [63:0] order;
    logic [31:0] inst;
    logic trap;
    logic [4:0] rs1_addr;
    logic [4:0] rs2_addr;
    logic [31:0] rs1_rdata;
    logic [31:0] rs2_rdata;
    logic load_regfile;
    logic [4:0] rd_addr;
    logic [31:0] rd_wdata;
    logic [31:0] pc_rdata;
    logic [31:0] pc_wdata;
    logic [31:0] mem_addr;
    logic [3:0] mem_rmask;
    logic [3:0] mem_wmask;
    logic [31:0] mem_rdata;
    logic [31:0] mem_wdata;
    logic [15:0] errcode;
endinterface
module logic_data_array #(
    parameter s_offset = 5,
    parameter s_index = 3
)
(
    clk,
    rst,
    write_en,
    rindex,
    windex,
    datain,
    dataout
);
localparam s_mask   = 2**s_offset;
localparam s_line   = 8*s_mask;
localparam num_sets = 2**s_index;
input clk;
input rst;
input [s_mask-1:0] write_en;
input [s_index-1:0] rindex;
input [s_index-1:0] windex;
input [s_line-1:0] datain;
output logic [s_line-1:0] dataout;
logic [s_line-1:0] data [num_sets-1:0]  ;
always_ff @(posedge clk) begin
    if (rst) begin
        for (int i = 0; i < num_sets; ++i) data[i] <= '0;
    end else begin
        for (int i = 0; i < s_mask; i++) begin
            data[windex][8*i +: 8] <= write_en[i] ? datain[8*i +: 8] :
                                                    data[windex][8*i +: 8];
        end
    end
end
always_comb begin
    dataout = data[rindex];
end 
endmodule : logic_data_array
==> design/flow/run.sh <==
#!/bin/bash
# OpenROAD 26Q1-2900-gdf79404cd8, Yosys 0.63+post, stock flow scripts
make -C /OpenROAD-flow-scripts/flow DESIGN_CONFIG=/design/flow/config.mk WORK_HOME=/design/flow/orfs finish
==> design/flow/config.mk <==
export PLATFORM = sky130hd
export DESIGN_NAME = logic_data_array
export DESIGN_NICKNAME = logic_data_array
export VERILOG_FILES = /design/flow/design.v
export SDC_FILE = /design/flow/constraint.sdc
export NUM_CORES = 4
export LEC_CHECK = 1
export CORE_UTILIZATION = 30
==> design/flow/constraint.sdc <==
current_design logic_data_array

set clk_period 17.9
set clk_io_pct 0.2

create_clock -name clk0 -period $clk_period [get_ports {clk}]

set non_clock_inputs [all_inputs -no_clocks]
set_input_delay [expr $clk_period * $clk_io_pct] -clock clk0 $non_clock_inputs
set_output_delay [expr $clk_period * $clk_io_pct] -clock clk0 [all_outputs]
==> results.sh <==
# yosys + openroad results
export IMPL_finalInstanceArea_um2=110000
export IMPL_hold_viol_final=0
export IMPL_die_y_um=559
export IMPL_ys_types=19
export IMPL_grtUsageTotal=0.167
export IMPL_globalplace_congestion=0.818
export IMPL_largestRegisters="data x2048"
export IMPL_cts_max_level=4
export IMPL_lay_top_count="edfxtp_1"
export IMPL_tool_warnings=26
export IMPL_crit_top_cell="buf_4"
export IMPL_cp_cell_sequence="buf_8 -> buf_12 -> buf_4 -> buf_4 -> mux4_2 -> mux2_2 -> clkdlybuf4s50_1"
export IMPL_cts_setup_buffers=0
export IMPL_ys_cells=6107
export IMPL_total_power_w=0.0114
export IMPL_regMostFlops="data"
export IMPL_drive_above_1_share=0.220
export IMPL_clock_sinks=2048
export IMPL_cts_buffers=223
export IMPL_yosys_stat_area_um2=93100
export IMPL_cp_max_fo=83
export IMPL_dp_hpwl_um=153000
export IMPL_cts_tree="done"
export IMPL_fp_util=0.301
export IMPL_powerDensity_nw_per_um2=104
export IMPL_dr_pass1_iters=26
export IMPL_synth_warnings=1
export IMPL_cts_root_buf="clkbuf_16"
export IMPL_cp_arrival_ns=7.40
export IMPL_critPathMaxStageDelay_ns=0.74
export IMPL_io_buffers=551
export IMPL_worstMarginPinSlew_ns=1.06
export IMPL_synth_cells=6107
export IMPL_fp_dieW_um=559
export IMPL_grt_overflow_total=0
export IMPL_crit_path_end_kind="primary output"
export IMPL_drt_iter0_drc=3487
export IMPL_synth_seq_share=0.661
export IMPL_fin_crit_sh=0.613
export IMPL_ant_nets=0
export IMPL_antenna_found_initial=22
export IMPL_worstHoldPathType="input port to register"
export IMPL_cts_max_path_buffers=4
export IMPL_critPathLaunchType="input port"
export IMPL_grt_first_pass_wirelength_um=375000
export IMPL_syn_cell_area_um2=93100
export IMPL_place_area_um2=103000
export IMPL_topCellsByArea="edfxtp_1 (66%), mux4_2 (12%), nor3_1 (11%), mux2_2 (3.1%), o21bai_1 (2.1%)"
export IMPL_grt_pass1_vias=59896
export IMPL_nFillCells=28701
export IMPL_hold_slack_ns=3.39
export IMPL_lay_top_cells="edfxtp_1 (2048), nor3_1 (2030), clkdlybuf4s50_1 (546)"
export IMPL_wirelength_um=245000
export IMPL_fin_tns_setup_ns=0
export IMPL_ios=552
export IMPL_max_freq_ghz=0.0911
export IMPL_yosysTopAreaCell="edfxtp_1"
export IMPL_rows=204
export IMPL_critPathTopFamily="buffers and inverters"
export IMPL_ir_drop_mv=0.105
export IMPL_viasPerCell=5.12
export IMPL_synth_top_area_share=0.661
export IMPL_status="completed"
export IMPL_wl_per_cell_um=22.5
export IMPL_required_ns=14.32
export IMPL_clkSlewWorstSetupHoldPaths_ns=0.06
export IMPL_drc_errors=0
export IMPL_rsz0062_at_grt="false"
export IMPL_largest_reg_flops=2048
export IMPL_post_cts_resized=0
export IMPL_power_leakage_nw=33.1
export IMPL_vias=55699
export IMPL_path_class="input port to primary output"
export IMPL_grt_max_degree=99
export IMPL_finalSetupViolations=0
export IMPL_synthToLayoutAreaGrowth_pct=18.6
export IMPL_final_util=0.357
export IMPL_cp_num_buf_inv=5
export IMPL_max_cap_violations=0
export IMPL_die_area_um2=312000
export IMPL_final_max_slew_viol_count=0
export IMPL_slew_headroom=0.290
export IMPL_ctsHoldBuffers=0
export IMPL_synth_area_per_cell_um2=15.2
export IMPL_worst_path_max_delay_cell="buf_4"
export IMPL_fin_crit_ns=10.98
export IMPL_ys_seq_elements=2048
export IMPL_core_area_um2=309000
==> worst paths after layout <==
path | endpoint | from | depth (start not counted)
setup / recovery | dataout[129] | rindex[2] | 7
hold / removal | data[6][2] | rst | 2
==> Yosys cell counts, drive strengths merged <==
library cell	instances
buf	267
clkbuf	396
clkinv	256
edfxtp	2048
mux2	256
mux4	512
nand2	1
nand2b	2
nand3b	32
nor3	2048
o21bai	256
or2	1
or3b	32
==> cells by family (layout without fill, tap and decap cells) <==
group / after synthesis / after routing / share of synthesized area
buffers and inverters: 919 / 1565 / 0.0468
DFF: 2048 / 2048 / 0.661
and+or+nand+nor: 2116 / 2116 / 0.117
AOI/OAI and AO/OA: 256 / 256 / 0.0206
other: 0 / 6 / 0
muxes: 768 / 768 / 0.155
==> metrics by stage <==
| stage | setup WS (ns) | std cells |
|---|---|---|
| after floorplan | 9.48 | 6107 |
| after global placement | 6.90 | 10463 |
| after detailed placement | 6.89 | 10463 |
| after CTS | 6.86 | 10873 |
| after global routing | 6.70 | 10875 |
| final | 6.92 | 10879 |
==> area by class of cell <==
type                    count  area (um2)  share of cell area
diodes                      6        15.0            0.000136
clock buffers             271        5760              0.0522
clock inverters           139        1500              0.0135
inverters                 256         961             0.00871
multi-input cells        3140       27200               0.247
flip-flops and latches   2048       61500               0.557
well taps                4120        5150              0.0467
repair buffers            899        8250              0.0747
==> where the power goes <==
| part | internal [W] | total, W | switching, W |
|---|---|---|---|
| Sequential | 0.00558 | 0.00565 | 0.0000706 |
| Combinational | 0.000553 | 0.00121 | 0.000656 |
| Clock | 0.00265 | 0.00458 | 0.00192 |
| Total | 0.00878 | 0.0114 | 0.00265 |
==> layer usage <==
layer	GRT usage	up-vias	part of all wire
met5	0.00122	-	0.00051
met4	0.0320	20	0.022
met3	0.0870	340	0.12
met2	0.256	2518	0.47
met1	0.220	27771	0.39
li1	-	25050	-
Power figures rest on the tool's default switching activity, not on a simulated workload.
