<file path="./design.v">
package datamux;
typedef enum bit {
    mem_wdata256 = 1'b0,
    ca_rdata = 1'b1
} datamux_sel_t;
endpackage
package addrmux;
typedef enum bit {
    mem_addr = 1'b0,
    tag_addr = 1'b1
} addrmux_sel_t;
endpackage
package expcmux;
typedef enum bit [1:0] {
    none = 2'b00
    ,br = 2'b01
    ,alu_out  = 2'b10
    ,alu_mod2 = 2'b11
} expcmux_sel_t;
endpackage
package cmpmux;
typedef enum bit {
    rs2_out = 1'b0
    ,i_imm  = 1'b1
} cmpmux2_sel_t;
endpackage
package alumux;
typedef enum bit {
    rs1_out = 1'b0
    ,pc_out = 1'b1
} alumux1_sel_t;
typedef enum bit [2:0] {
    i_imm    = 3'b000
    ,u_imm   = 3'b001
    ,b_imm   = 3'b010
    ,s_imm   = 3'b011
    ,j_imm   = 3'b100
    ,rs2_out = 3'b101
} alumux2_sel_t;
endpackage
package wbdatamux;
typedef enum bit [3:0] {
    alu_out    = 4'b0000
    ,br_en     = 4'b0001
    ,u_imm     = 4'b0010
    ,pc_plus4  = 4'b0011
    ,lb        = 4'b1000
    ,lh        = 4'b1001
    ,lw        = 4'b1010
    ,lbu       = 4'b1100   
    ,lhu       = 4'b1101   
} wbdatamux_sel_t;
endpackage
package rsmux;
typedef enum bit [2:0] { 
    regfile_out    = 3'b100   
    ,alu_out       = 3'b000   
    ,cmp_out       = 3'b001   
    ,u_imm_ex      = 3'b010   
    ,pc_ex_plus4   = 3'b011   
    ,wbdatamux_out = 3'b101   
    ,wbdata_out    = 3'b110   
} rsmux_sel_t;
endpackage
interface rvfi_itf(input clk, input rst);
    logic halt;
    logic commit;
    logic [63:0] order;
    logic [31:0] inst;
    logic trap;
    logic [4:0] rs1_addr;
    logic [4:0] rs2_addr;
    logic [31:0] rs1_rdata;
    logic [31:0] rs2_rdata;
    logic load_regfile;
    logic [4:0] rd_addr;
    logic [31:0] rd_wdata;
    logic [31:0] pc_rdata;
    logic [31:0] pc_wdata;
    logic [31:0] mem_addr;
    logic [3:0] mem_rmask;
    logic [3:0] mem_wmask;
    logic [31:0] mem_rdata;
    logic [31:0] mem_wdata;
    logic [15:0] errcode;
endinterface
module arbiter( 
    input logic clk,
    input logic rst,
    input logic i_read,
    input logic [31:0] i_addr,
    output logic [255:0] i_data,
    output logic i_resp,
    input logic d_read,
    input logic d_write,
    input logic [255:0] d_wdata,
    input logic [31:0] d_addr,
    output logic [255:0] d_rdata,
    output logic d_resp,
    input logic ca_resp,
    output logic ca_write,
    output logic ca_read,
    output logic [31:0] ca_addr,
    input logic[255:0] ca_rdata,
    output logic[255:0] ca_wdata
);
enum int unsigned {
    idle, r_instruction, rw_data
} state, next_states;
function void set_defaults();
    i_data=256'b0;
    i_resp=1'b0;
    d_rdata=256'b0;
    d_resp=1'b0;
    ca_write=1'b0;
    ca_read=1'b0;
    ca_addr=32'b0;
    ca_wdata=256'b0;
endfunction
always_comb
begin : state_actions
    set_defaults();
    unique case (state)
        idle:begin
        end         
        r_instruction:begin
            ca_read=i_read;
            ca_addr=i_addr;
            i_data=ca_rdata;
            i_resp=ca_resp;
        end 
        rw_data:begin
            d_resp=ca_resp;
            ca_addr=d_addr;
            if(d_read)begin  
                ca_read=d_read;
                d_rdata=ca_rdata;
            end 
            else if(d_write) begin   
                ca_write=d_write;
                ca_wdata=d_wdata;
            end
        end
    endcase
end
always_comb
begin : next_state_logic
    unique case (state)
        idle:begin
            if(d_read||d_write) next_states=rw_data;
            else if(i_read) next_states=r_instruction;
            else next_states=idle;
        end
        r_instruction:begin
            if(ca_resp) next_states=idle;
            else next_states=r_instruction;
        end
        rw_data:begin
            if(ca_resp) next_states=idle;
            else next_states=rw_data;
        end
    endcase
end
always_ff @(posedge clk)
begin: next_state_assignment
    if (rst) begin
        state <= idle;
    end
    else begin 
        state <= next_states;
    end
end
endmodule:arbiter
</file>
<file path="./config.mk">
export PLATFORM = sky130hd
export DESIGN_NAME = arbiter
export DESIGN_NICKNAME = arbiter
export VERILOG_FILES = /design/flow/design.v
export SDC_FILE = /design/flow/constraint.sdc
export NUM_CORES = 4
export LEC_CHECK = 1
export CORE_AREA = 10 10 530 530
export DIE_AREA = 0 0 540 540
</file>
<file path="./constraint.sdc">
current_design arbiter

set clk_period 25.3
set clk_io_pct 0.2

create_clock -name clk0 -period $clk_period [get_ports {clk}]

set non_clock_inputs [all_inputs -no_clocks]
set_input_delay [expr $clk_period * $clk_io_pct] -clock clk0 $non_clock_inputs
set_output_delay [expr $clk_period * $clk_io_pct] -clock clk0 [all_outputs]
</file>
<file path="./run.sh">
#!/bin/bash
# OpenROAD 26Q1-2900-gdf79404cd8, Yosys 0.63+post, stock flow scripts
make -C /OpenROAD-flow-scripts/flow DESIGN_CONFIG=/design/flow/config.mk WORK_HOME=/design/flow/orfs finish
</file>
==> qor.yml <==
io_pins: 1386
critical_path_class: "in -> out"
ys_seq_share_pct: 1.01
chip_area_um2: 292000
design_area_um2: 24000
fin_crit_ps: 13360
antenna_found_initial: 300
path_clk_slew_ps: 30
synthesis.area_um2: 5930
clk_latency_ps: 220
peakVddDrop_mv: 0.0183
worst-r2r-cell-count: 3
row_count: 190
clock_path_buffers: 2
critical_path.max_stage_delay_ps: 670
power_uw: 404
outcome: "finished, final reports clean"
r2r-start: "state[1]"
final_util_pct: 8.92
routedWlPerCell_um: 43.1
seq_area_um2: 65.1
path_max_fanout: 75
cts_sinks: 3
hold_class: "reg -> reg"
crit_chain: "clkdlybuf4s50_1 -> and3b_4 -> buf_4 -> buf_4 -> and2_1 -> clkdlybuf4s50_1"
synthToLayoutAreaGrowth_pct: 304
root_buffer: "clkbuf_16"
period_used_pct: 52.8
start_kind: "primary input"
fmax_ghz: 0.0749
relSlewSlack_pct: 44.1
grt.overflow.total: 0
tns_ps: 0
htreeDepth: 1
tightest_slew_ps: 836
reg2reg_to: "state[0]"
required_ps: 20240
slew_viol_final: 0
ys.flops: 3
cts_resized: 0
endpoint_kind: "primary output"
gp_congestion: 1.02
leakage_uw: 0.00834
final-comb-area_um2: 5190
netlist_instances: 941
die_y_um: 540
yosys-stat-cells: 941
first_iter_violations: 817
top_register: "state"
hold_slack_ps: 533
die_w_um: 540
port_buffers: 1385
hpwl_um: 239000
avgSynthCellArea_um2: 6.30
num_vias: 14200
grt_use_total_pct: 16.7
first_pass_iters: 8
finalSetupViolCount: 0
rsz0062_at_grt: "no"
whs_path_depth: 2
drive_gt1_share_pct: 1.17
ant_nets: 0
final-hold-violation-count: 0
yosys_area_um2: 5930
tool_warnings: 30
grt_first_pass_wirelength_um: 284000
placed_area_um2: 23700
power_density_nw_per_um2: 16.9
fp_util_pct: 2.21
drc_errors: 0
cap_violations: 0
fin_worst_skew_ps: 1.36
rrSetupSlack_ps: 23740
top_regs: "state x3"
ys_types: 20
vias_per_cell: 2.43
cts_buffers: 3
yosys_warnings: 1
grt_pass1_vias: 13500
postRouteWirelength_um: 251000
post_cts_buffers: 0
crit_path_end: "ca_wdata[34]"
cp.arrival_ps: 8300
holdBufCountCts: 0
core_area_um2: 269000
largest_reg_flops: 3
grt_max_degree: 142
startpoint: "d_write"
cts_tree: "yes"
fill_cells: 31400
crit_path_top_delay_cell: "buf_4"
placed cells by master, fill, tap and decap left out, drive strengths merged:
cell              n
clkdlybuf4s50  1384
and2            514
and3            256
diode            62
a22o             33
buf              19
clkbuf            4
nor2              3
dfxtp             3
inv               1
o21a              1
a311o             1
nand2b            1
o21ai             1
a21oi             1
nor2b             1
a32o              1
and3b             1
worst min-delay path by stage:
stage | from | endpoint | slack, ps
global route | state[0] | state[1] | 560
finish | state[0] | state[1] | 530
CTS | state[0] | state[1] | 530
cells by family after synthesis:
family,count (synthesis),synth area share (%)
DFF,3,1.01
buffers and inverters,124,11.5
and+or+nand+nor,776,82.0
AOI/OAI and AO/OA,38,5.51
worst max-delay path, delay by kind of cell:
family,cells,cell delay (ps)
buffers and inverters,4,2220
AND/OR/NAND/NOR,2,790
where the power goes:
part	internal (uW)	total, uW	switching (uW)
logic	192	372	180
registers	5.11	7.32	2.21
clock network	20.8	24.8	4.03
total	218	404	186
cell usage after synthesis:
master / n / area [um^2]
a21oi_1: 1 / 5.00
a22o_1: 33 / 289
a311o_1: 1 / 10.0
a32o_1: 1 / 10.0
and2_1: 514 / 3220
and3_1: 256 / 1600
and3b_1: 1 / 8.76
buf_1: 2 / 7.51
buf_2: 11 / 55.1
buf_4: 2 / 15.0
buf_6: 26 / 293
clkbuf_1: 82 / 308
dfxtp_1: 3 / 60.1
inv_1: 1 / 3.75
nand2b_1: 1 / 6.26
nor2_1: 2 / 7.51
nor2_4: 1 / 11.3
nor2b_1: 1 / 6.26
o21a_1: 1 / 7.51
o21ai_0: 1 / 5.00
cell type report:
cell class	instances	share of cell area [%]
antenna	62	0.648
clock buffer	4	0.329
inverter	1	0.0157
multi-input combinational	814	21.7
sequential	3	0.272
tap	3552	18.6
timing repair buffer	1403	58.5
through the flow:
step / std cells / worst slack, ps
after floorplan: 941 / 14370
after global placement: 5773 / 11880
after detailed placement: 5773 / 11930
after CTS: 5777 / 11930
after global routing: 5813 / 11740
final: 5839 / 11940
routing by layer:
metal	wire length (um)	share of wire [%]	global-route usage (%)	vias to the layer above
li1	-	-	-	5692
met1	105000	42	21.5	6516
met2	105000	42	24.8	1542
met3	36900	15	9.96	348
met4	4380	1.7	1.33	94
met5	650	0.26	0	-
Power figures rest on the tool's default switching activity, not on a simulated workload.
